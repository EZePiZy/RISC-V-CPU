==> ./run.sh <==
#!/bin/bash
# OpenROAD 26Q1-2900-gdf79404cd8, Yosys 0.63+post, stock flow scripts
make -C /OpenROAD-flow-scripts/flow DESIGN_CONFIG=/design/flow/config.mk WORK_HOME=/design/flow/orfs finish
==> ./config.mk <==
export PLATFORM = sky130hd
export DESIGN_NAME = PC_target
export DESIGN_NICKNAME = PC_target
export VERILOG_FILES = /design/flow/design.v
export SDC_FILE = /design/flow/constraint.sdc
export NUM_CORES = 4
export LEC_CHECK = 1
export CORE_AREA = 10 10 107 107
export DIE_AREA = 0 0 117 117
==> ./constraint.sdc <==
current_design PC_target

set clk_period 14.5
set clk_io_pct 0.2

create_clock -name clk0 -period $clk_period

set non_clock_inputs [all_inputs -no_clocks]
set_input_delay [expr $clk_period * $clk_io_pct] -clock clk0 $non_clock_inputs
set_output_delay [expr $clk_period * $clk_io_pct] -clock clk0 [all_outputs]
==> ./design.v <==
package types_pkg;
  parameter DATA_WIDTH = 32; 
  parameter IMM_WIDTH = 3;  
  parameter ALU_WIDTH = 3;  
  parameter OPCODE_WIDTH = 7;  
  parameter ADDRESS_WIDTH = 5;  
  parameter BYTE_SELECT_WIDTH = 2;  
  parameter RAM_ADDRESS_WIDTH = 28;  
  typedef logic [ADDRESS_WIDTH-1:0] ADDR_BUS;
  typedef logic [DATA_WIDTH-1:0] DATA_BUS;
  typedef enum bit[IMM_WIDTH-1:0] {Imm = 3'b000, UpperImm = 3'b001, Store = 3'b010, Branch = 3'b011, Jump = 3'b100} instr_format;
  typedef enum bit[BYTE_SELECT_WIDTH-1:0] {Byte = 2'b10, HalfWord = 2'b01 , Word = 2'b00} byte_format;
  typedef enum bit[OPCODE_WIDTH-1:0] {R = 7'b0110011, I1 = 7'b0000011, I2 = 7'b0010011, S = 7'b0100011, B = 7'b1100011, U1 = 7'b0010111, U2 = 7'b0110111, I3 = 7'b1100111, J = 7'b1101111} opcode;
  typedef enum bit[ALU_WIDTH-1:0] {SUM_OP = 3'b000, SUB_OP = 3'b001, AND_OP = 3'b010, SLT_OP = 3'b101, SLL_OP = 3'b100, UIM_OP = 3'b111} alu_ctrl;
endpackage
module PC_target(
  input [31:0] PC,
  input [31:0] ImmExt,
  output [31:0] PC_target
);  
  assign PC_target = PC + ImmExt;
endmodule
==> impl_metrics.yaml <==
# physical design summary
job:
  maxCapViolations: 0
  warnings: 32
grt:
  antenna_found_initial: 0
  grt.total_usage: 0.0873
  grt-ovfl-total: 0
  grt_max_degree: 11
  grt_pass1_vias: 2097
  grt_pass1_wl_um: 9930
final_timing:
  final_max_slew_viol_count: 0
  rsz0062_at_grt: "no"
  tightest_slew_ns: 0.523
  slew-limit-headroom: 0.643
  min_period_ns: 8.80
  setup_tns_ns: 0
  hold_violations: 0
  worst_hold_slack_ns: 6.83
  fin_crit_sh: 0.607
  finalSetupViolations: 0
  fmax_mhz: 114
hold_path:
  hold_class: "in -> out"
final_layout:
  seq_cell_count: 0
  seq_area_um2: 0
  syn_to_final_growth_pct: 60.5
  drive_above_1_share: 0.0307
  clkbuf_count: 0
synthesis:
  aoi_share: 0.393
  ys_chip_area_mm2: 0.00174
  syn_area_mm2: 0.00174
  yosys.area_share.simple: 0.183
  yosysWarnings: 0
  synthCells: 241
  fa_ha_area_frac: 0.234
  ys_seq_share: 0
  top_area_frac: 0.222
  logic_family: "AND-OR/OR-AND gates"
  ys_cells: 241
  yosysUniqueCellTypes: 50
  mux_share: 0.0115
  largest_area_cell: "ha_1"
  syn_avg_cell_area_um2: 7.24
  area_leaders: "ha_1, a21oi_1, a21o_1"
  xor_area_frac: 0.141
critical_path:
  cp_num_buf_inv: 2
  worst-setup-path-type: "in -> out"
  worstPathCellList: "clkdlybuf4s50_1, ha_1, fa_1, a21o_1, a31o_2, nand3_1, o221ai_1, a311oi_1, o21bai_1, xor2_1, clkdlybuf4s50_1"
  startpoint: "PC[0]"
  cp_common_cell: "clkdlybuf4s50_1"
  endpoint_kind: "primary output"
  startpoint_type: "input pin"
  slowest_stage: "clkdlybuf4s50_1"
  cp.depth: 11
  arrival_ns: 5.90
  crit_family: "AND-OR/OR-AND gates"
  crit_path_max_fanout: 4
  worstPathRequired_ns: 11.60
  worstSetupEndpoint: "PC_target[26]"
  cp_slowest_stage_delay_ns: 0.50
cts:
  hold_buffers: 0
  cts_resized: 0
  postCtsSetupBuffers: 0
pwr:
  vdd_drop_max_mv: 0.0203
  powerDensity_mw_per_mm2: 48.3
  fin_total_pwr_mw: 0.135
  power.leakage_nw: 1.18
route:
  drt_iter0_drc: 81
  via_per_inst: 4.79
  insertedDiodeCount: 0
  avgRoutedWirePerCell_um: 14.4
  drt-total-wl_um: 6310
  drc_errors: 0
  vias: 2093
  final_antenna_net_count: 0
  first_pass_iters: 4
die:
  die_h_um: 117
  initCoreUtil: 0.190
  die_width_um: 117
  pin_count: 96
  core_area_mm2: 0.00920
  dieArea_mm2: 0.0137
  num_rows: 35
outcome:
  status: "complete, no violations"
placed_design:
  port_buffers: 96
  dp_hpwl_um: 5560
  place_congestion: 0.821
[synth_stat cells (all sizes together) (4+ instances only)]
master	number
a21o	19
a21oi	29
o21bai	5
nor3	4
nand3	10
xnor2	13
nand4	8
nor2	12
xor2	15
ha	31
nand2	18
o21ai	15
inv	6
clkbuf	8
[cell usage in the layout, fill, tap and decap left out, types with 2 or more instances in the layout]
master,n
a211oi_1,3
a21o_1,19
a21oi_1,29
a311oi_1,2
a31oi_1,3
clkdlybuf4s50_1,96
ha_1,31
inv_1,6
mux2i_1,2
nand2_1,18
nand2b_1,2
nand3_1,10
nand4_1,8
nor2_1,12
nor3_1,4
o211ai_1,3
o21a_1,2
o21ai_0,13
o21bai_1,4
o221ai_1,2
o311ai_1,2
or2_2,3
xnor2_1,13
xor2_1,15
[per-stage QoR]
step | util | cell area, µm² | worst slack, ns | std cells
floorplan | - | 1740 | 6.87 | 241
global placement | 0.304 | 2800 | 5.72 | 437
detailed placement | 0.304 | 2800 | 5.67 | 437
CTS | 0.304 | 2800 | 5.67 | 437
global route | 0.304 | 2800 | 5.50 | 437
finish | 0.304 | 2800 | 5.70 | 437
[cell families after synthesis]
family                   after synthesis
AND-OR/OR-AND                         97
AND/OR/NAND/NOR                       65
adder cells (fa/ha/maj)               32
XOR/XNOR                              28
buffers and inverters                 17
multiplexers                           2
[how the worst min path moves through the flow]
stage | start | endpoint | slack, ns | cells after the start
after CTS | ImmExt[0] | PC_target[0] | 6.85 | 3
final | ImmExt[0] | PC_target[0] | 6.83 | 3
after global routing | PC[0] | PC_target[0] | 6.88 | 3
[routing by layer]
metal	global-route usage	share of wire	vias up
li1	-	-	1095
met1	0.112	0.45	946
met2	0.146	0.45	52
met3	0.0320	0.11	0
met4	0	0	0
met5	0	0	-
[final cells by class]
type / count / area (µm²)
Timing Repair Buffer: 96 / 961
Multi-Input combinational cell: 224 / 1680
Inverter: 6 / 22.5
Tap cell: 111 / 139
Fill cell: 967 / 6400
[power by group]
group	total, mW	internal (mW)	switching (mW)
sequential	0	0	0
combinational	0.135	0.0805	0.0548
clock	0	0	0
Power is estimated from default activity; no workload was simulated.
