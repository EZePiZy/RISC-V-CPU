--- run.sh ---
#!/bin/bash
# OpenROAD 26Q1-2900-gdf79404cd8, Yosys 0.63+post, stock flow scripts
make -C /OpenROAD-flow-scripts/flow DESIGN_CONFIG=/design/flow/config.mk WORK_HOME=/design/flow/orfs finish
--- config.mk ---
export PLATFORM = sky130hd
export DESIGN_NAME = PC_plus4
export DESIGN_NICKNAME = PC_plus4
export VERILOG_FILES = /design/flow/design.v
export SDC_FILE = /design/flow/constraint.sdc
export NUM_CORES = 4
export LEC_CHECK = 1
export CORE_AREA = 10 10 70 70
export DIE_AREA = 0 0 80 80
--- constraint.sdc ---
current_design PC_plus4

set clk_period 6.9
set clk_io_pct 0.2

create_clock -name clk0 -period $clk_period

set non_clock_inputs [all_inputs -no_clocks]
set_input_delay [expr $clk_period * $clk_io_pct] -clock clk0 $non_clock_inputs
set_output_delay [expr $clk_period * $clk_io_pct] -clock clk0 [all_outputs]
--- design.v ---
package types_pkg;
  parameter DATA_WIDTH = 32; 
  parameter IMM_WIDTH = 3;  
  parameter ALU_WIDTH = 3;  
  parameter OPCODE_WIDTH = 7;  
  parameter ADDRESS_WIDTH = 5;  
  parameter BYTE_SELECT_WIDTH = 2;  
  parameter RAM_ADDRESS_WIDTH = 28;  
  typedef logic [ADDRESS_WIDTH-1:0] ADDR_BUS;
  typedef logic [DATA_WIDTH-1:0] DATA_BUS;
  typedef enum bit[IMM_WIDTH-1:0] {Imm = 3'b000, UpperImm = 3'b001, Store = 3'b010, Branch = 3'b011, Jump = 3'b100} instr_format;
  typedef enum bit[BYTE_SELECT_WIDTH-1:0] {Byte = 2'b10, HalfWord = 2'b01 , Word = 2'b00} byte_format;
  typedef enum bit[OPCODE_WIDTH-1:0] {R = 7'b0110011, I1 = 7'b0000011, I2 = 7'b0010011, S = 7'b0100011, B = 7'b1100011, U1 = 7'b0010111, U2 = 7'b0110111, I3 = 7'b1100111, J = 7'b1101111} opcode;
  typedef enum bit[ALU_WIDTH-1:0] {SUM_OP = 3'b000, SUB_OP = 3'b001, AND_OP = 3'b010, SLT_OP = 3'b101, SLL_OP = 3'b100, UIM_OP = 3'b111} alu_ctrl;
endpackage
module PC_plus4(
  input [31:0] PC,
  output [31:0] PC_plus4
);  
  assign PC_plus4 = PC + 32'h4;
endmodule
==> Changelog: implementation <==
### Implementation results

* Power per Cell Area at 45.4 nW/um^2
* Leakage at around 0.42 nW
* GRT overflow at 0
* Tightest Hold Check Type: input port to output port
* Actual slew at the worst max-slew pin at a little over 0.5 ns
* First-pass GRT wire length at 3750 um
* Crit. End Element: output port
* RePlAce Congestion at 0.738
* Sequential Area at 0 sq um
* Io pins at between 60 and 70
* Register share after synthesis at 0%
* CORE AREA at 3420 sq um
* Area leader share at 31.7%
* CP startpoint kind: input port
* OpenROAD warning count at 32
* Residual DRC at 0
* Post-DR vias/cell at about 4.2
* Post-detail-place hpwl at roughly 2000 um
* Top cells by area: xnor2_1 32%, xor2_1 11%, nand4_1 9.7%
* Largest net degree at the start of global routing at 9
* TritonRoute pass-1 iters at 3
* Crit path DRT at around 5.5 ns
* Total track usage at 6.81%
* Die Y at ~80 um
* Port bufs at 60
* Postcts setup bufs at 0
* Worst setup path class: input port to output port
* Avg Cell Area, Syn at ~7 sq um
* Yosys stat area at 581 sq um
* Period minus WS final at around 5.0 ns
* Max_slew headroom at 65.7%
* Gate Count Post-Synth at roughly 83
* Seq_cells at 0
* FP Core Util at 17.0%
* Drt initial violations at 15
* Synth Warn # at 0
* Area Growth Syn to Fin at 111%
* Clock buf count at 0
* # Cells Yosys at a little over 80
* # diodes at 0
* Unrepaired setup endpoints after global routing: false
* Die Wd at 80 um
* Final setup violation count at 0
* Die area at 6400 sq um
* Share of layout cells above drive strength 1 at 4.96%
* Mapped Area at 581 sq um
* Initial antenna violation count at 0
* Cell type with the largest total area: xnor2_1
* Worst slack at placement at 1.87 ns
* Peak VDD IR at 0.0237 mV
* Hold Slack at 2.76 ns
* Max-cap viol count at 0
* Final Cycle Share at 72.3%
* Fmax at 0.200 GHz
* Status: complete, no violations
* Wire length per cell at 12.2 um
* Critical Path Fanout Max at 8
* Synth top cell by count: xnor2_1
* Post-CTS Resized at 0
* Cts hold-fix bufs at 0
* Arrival @ worst endpoint at 3.61 ns
* Antenna Violating Nets Remaining at 0
* Yosys cell types at 18
* Final WS setup at 1.91 ns
* Std-Cell Rows at 21
* Fin. max-slew vios at 0
* Post-synth top cells: 21 x xnor2_1, 10 x nand2_1, 10 x nand3_1, 9 x nand4_1
* DR vias at 777
* Fin Setup TNS at 0 ns
* Hold Vio Cnt, Final at 0
* Routed wire length at 2280 um
* Number of global-route vias before repair at about 840
* Fill count at 362
## stage by stage
step                power [mW]  instance area, sq um  utilization [%]  cells
finish                  0.0555                  1220             35.8    187
floorplan               0.0108                   581                -     83
detailed placement      0.0563                  1220             35.8    187
global placement        0.0559                  1220             35.8    187
CTS                     0.0567                  1220             35.8    187
global route            0.0605                  1220             35.8    187
## cell usage in the layout (no fill, tap or decap)
cell type,netlist,layout
and2_1,1,1
and3_1,2,2
and4_1,1,1
and4_2,1,1
clkdlybuf4s50_1,0,60
ha_1,1,1
inv_1,2,2
nand2_1,10,10
nand3_1,10,10
nand3_2,1,1
nand4_1,9,9
nand4_2,1,1
nor2_1,7,7
nor3_1,3,3
nor4_4,2,2
or2_2,2,2
xnor2_1,21,21
xor2_1,7,7
## area by class of cell
type / count / area (sq um) / share of cell area (%)
inverter: 2 / 7.51 / 0.613
multi-input combinational: 79 / 558 / 45.6
timing repair buffer: 60 / 601 / 49.1
tap: 46 / 57.6 / 4.70
## per-layer routing
metal | routed length, um | up-vias | GRT usage (%) | share of wire [%]
met5 | 0 | - | 0 | 0
met4 | 0 | 0 | 0 | 0
met3 | 310 | 0 | 3.07 | 14
met2 | 1070 | 30 | 12.0 | 47
met1 | 898 | 338 | 7.78 | 39
li1 | - | 409 | - | -
## cells by family after synthesis
group / share of synthesized area, %
XOR/XNOR: 42.2
adder cells (fa/ha/maj): 2.15
buffers and inverters: 3.88
AND/OR/NAND/NOR: 51.7
## critical path: stages
cell	delay, ns
clkdlybuf4s50_1	0.52
ha_1	0.20
nand3_1	0.23
nor4_4	0.45
nand4_1	0.19
xnor2_1	0.16
clkdlybuf4s50_1	0.48
## final timing paths
check             startpoint           end  slack [ns]  depth (start not counted)
setup / recovery       PC[2]  PC_plus4[28]        1.91                          7
hold / removal         PC[0]   PC_plus4[0]        2.76                          0
## report_power, final
group / switching (mW) / internal [mW]
Sequential: 0 / 0
Clock: 0 / 0
Combinational: 0.0170 / 0.0385
Power figures rest on the tool's default switching activity, not on a simulated workload.
